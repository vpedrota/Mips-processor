==> design.v <==
module BankRegister (
	input clock, RegWrite, Jal, 
	input [4:0] read_register1, read_register2, write_register, 
	input [31:0] write_data,
	output [31:0] read_data1, read_data2
);
 reg [31:0] register[31:0];
	assign  read_data1 = register[read_register1];
	assign  read_data2 = register[read_register2];
 always @(negedge clock)
 begin
    if(RegWrite)
		begin
			register[write_register] <= write_data;
		end
 end
endmodule
==> run.sh <==
#!/bin/bash
# OpenROAD 26Q1-2900-gdf79404cd8, Yosys 0.63+post, stock flow scripts
make -C /OpenROAD-flow-scripts/flow DESIGN_CONFIG=/design/flow/config.mk WORK_HOME=/design/flow/orfs finish
==> config.mk <==
export PLATFORM = sky130hd
export DESIGN_NAME = BankRegister
export DESIGN_NICKNAME = BankRegister
export VERILOG_FILES = /design/flow/design.v
export SDC_FILE = /design/flow/constraint.sdc
export NUM_CORES = 4
export LEC_CHECK = 1
export CORE_UTILIZATION = 30
==> constraint.sdc <==
current_design BankRegister

set clk_period 11.4
set clk_io_pct 0.2

create_clock -name clk0 -period $clk_period [get_ports {clock}]

set non_clock_inputs [all_inputs -no_clocks]
set_input_delay [expr $clk_period * $clk_io_pct] -clock clk0 $non_clock_inputs
set_output_delay [expr $clk_period * $clk_io_pct] -clock clk0 [all_outputs]
==> results.sh <==
# source this file to load flow results
export IMPL_synth_area_mm2=0.0488
export IMPL_crit_start="register[2][10]$_DFFE_NP_"
export IMPL_grt_first_pass_wirelength_um=215000
export IMPL_maxSlewViolCount=0
export IMPL_critPathKind="flop to primary output"
export IMPL_outcome="finished, final reports clean"
export IMPL_top_regs="register x1024"
export IMPL_yosysWarningCount=1
export IMPL_regMostFlops="register"
export IMPL_vias=34000
export IMPL_synth_area_per_cell_um2=14.4
export IMPL_grt_overflow=0
export IMPL_via_per_inst=5.03
export IMPL_grt_max_degree=91
export IMPL_ys_types=24
export IMPL_wl_per_cell_um=22.1
export IMPL_drive_gt1_share_pct=7.65
export IMPL_die_area_mm2=0.164
export IMPL_antenna_found_initial=8
export IMPL_hold_class="primary input to primary output"
export IMPL_yosys_stat_seqShare_pct=63.1
export IMPL_setup_worst_path_end="read_data2[10]"
export IMPL_ys_sh_mux_pct=21.0
export IMPL_largest_reg_flops=1024
export IMPL_drtPass1Iterations=5
export IMPL_required_ns=9.12
export IMPL_clk_pin_slew_ns=0.03
export IMPL_fp_dieW_um=405
export IMPL_end_kind="primary output"
export IMPL_cts_made_buffers=109
export IMPL_netlist_top_cells_area="edfxtp_1 63%, mux2i_1 21%, a22oi_1 3.0%"
export IMPL_rsz0062_at_grt="no"
export IMPL_p_leak_nw=25.8
export IMPL_yosys_area_share_adder_pct=0
export IMPL_finalHoldViolations=0
export IMPL_power_w=0.0101
export IMPL_synthAoiAreaFrac_pct=8.05
export IMPL_finalSetupTns_ns=0
export IMPL_syn_inst=3387
export IMPL_worst_setup_path_start_kind="flop"
export IMPL_yosys_cells=3387
export IMPL_logic_family="multiplexers"
export IMPL_cap_violations=0
export IMPL_yosysTopAreaCellShare_pct=63.1
export IMPL_cts_sinks=1024
export IMPL_cts_buffer_depth=3
export IMPL_coreArea_mm2=0.161
export IMPL_finalSetupViolCount=0
export IMPL_num_fill_cells=14800
export IMPL_max_slew_margin_rel_pct=39.9
export IMPL_boundaryPins=114
export IMPL_place_congestion=0.837
export IMPL_ant_nets=0
export IMPL_postCtsSetupRepairBufs=0
export IMPL_mostFrequentLayoutCells="1,047 x inv_1, 1,024 x mux2i_1, 1,024 x edfxtp_1"
export IMPL_critPathMaxFanout=2
export IMPL_rows=147
export IMPL_tool_warnings=1028
export IMPL_drt_iter0_drc=2211
export IMPL_area_growth_synth_to_final_pct=23.6
export IMPL_powerDensity_mw_per_mm2=167
export IMPL_io_buffers=112
export IMPL_grt_use_total_pct=18.9
export IMPL_drc_errors=0
export IMPL_worstPathArrival_ns=8.44
export IMPL_synth_simple_area_share_pct=4.72
export IMPL_yosysTopAreaCell="edfxtp_1"
export IMPL_tightest_slew_ns=0.902
export IMPL_ys_sh_xor_pct=0
export IMPL_fp_util_pct=30.3
export IMPL_place_hpwl_um=79000
export IMPL_yosys_stat_area_mm2=0.0488
export IMPL_grt_pass1_vias=36500
export IMPL_cts_max_level=3
export IMPL_cts_tree="yes"
export IMPL_wl_um=149000
export IMPL_irDropWorstVdd_uv=163
export IMPL_numSynthFlops=1024
export IMPL_ctsResizeCount=0
export IMPL_postCtsHoldBufs=0
export IMPL_root_buffer="clkbuf_16"
export IMPL_die_height_um=405
export IMPL_layout_top_cell="inv_1"
==> layout make-up <==
cell class | instances | area, µm² | area share, %
sequential | 1024 | 30700 | 51.0
multi-input combinational | 2109 | 16800 | 27.8
clock inverter | 1110 | 4880 | 8.09
clock buffer | 109 | 2730 | 4.53
tap | 2160 | 2700 | 4.48
timing repair buffer | 238 | 2430 | 4.03
antenna | 4 | 10.0 | 0.0166
==> cells in the mapped netlist <==
| cell type | count |
|---|---|
| and2_1 | 2 |
| nor2b_1 | 4 |
| clkbuf_1 | 73 |
| buf_1 | 7 |
| clkbuf_4 | 4 |
| a31oi_1 | 64 |
| nand2_1 | 195 |
| nand3b_1 | 5 |
| or3b_2 | 3 |
| or2_2 | 2 |
| a22oi_1 | 192 |
| nand3_1 | 194 |
| a21oi_1 | 192 |
| buf_4 | 52 |
| edfxtp_1 | 1024 |
| or3_1 | 1 |
| buf_2 | 80 |
| nor3_1 | 64 |
| inv_1 | 1 |
| a22o_1 | 128 |
| nand2b_1 | 4 |
| nor2_1 | 35 |
| mux2i_1 | 1024 |
| buf_6 | 37 |
==> kinds of logic after synthesis <==
family          Yosys count
flops                  1024
simple gates            509
compound gates          576
mux                    1024
buf+inv                 254
==> layer usage <==
metal	vias up	track usage, %	wire length (µm)
met2	1722	28.3	71100
met3	259	12.4	19300
li1	15600	-	-
met5	-	0.238	140
met4	12	8.39	4350
met1	16400	21.2	54000
==> where the power goes <==
| part | switching, W | total, W | internal [W] | leakage [nW] |
|---|---|---|---|---|
| Sequential | 0.0000176 | 0.00424 | 0.00423 | 9.22 |
| Combinational | 0.000473 | 0.000763 | 0.000290 | 9.29 |
| Clock | 0.00233 | 0.00506 | 0.00273 | 7.33 |
==> how the worst min path moves through the flow <==
stage     slack, ns              to              start  cells past startpoint
4_1_cts        5.83  read_data1[18]  read_register1[1]                      6
5_1_grt        5.92  read_data1[18]  read_register1[1]                      6
6_report       5.84  read_data1[18]  read_register1[1]                      6
==> stage by stage <==
step,instance area [µm²],hold slack [ns],utilization (%),setup slack [ns],cells
6_report,60300,5.84,37.5,0.680,6754
5_1_grt,60300,5.92,37.4,0.628,6751
4_1_cts,60300,5.83,37.4,0.716,6750
3_5_place_dp,52700,5.82,32.7,0.949,5532
3_3_place_gp,52700,5.82,32.7,0.963,5532
2_1_floorplan,48800,4.82,-,0.986,3387
==> worst max-delay path, cell delays in order, from the launching register on <==
cell and delay, ns:
edfxtp_1 0.34, mux2i_1 0.08, a22o_1 0.25, nor3_1 0.40, a31oi_1 0.11, nand3_1 0.28
clkdlybuf4s50_1 0.55
No activity file was given, so power comes from the tool's default toggle rates.
